`flow/design.v`:
```
module alu_carry 
	(input signed [8-1:0] a, b, 
  	 input cin,
	 input [1:0] control, 
	 output reg signed [8-1:0]d,
	 output reg cout);
	reg  signed [8:0] temp; 
	wire signed [8:0] temp_cin;
	assign temp_cin[0] = cin;
	always@(*) begin 
		case(control) 
			2'b00:	d = a & b;
			2'b01:	d = a | b;
			2'b10:	d = a ^ b;
			2'b11: begin
						temp = {"0", a} + {"0", b} + temp_cin;
						d 	  = temp[8-1: 0];
						cout = temp[8];
					 end
			default: ;
		endcase
	end
endmodule
```
`flow/run.sh`:
```
#!/bin/bash
# OpenROAD 26Q1-2900-gdf79404cd8, Yosys 0.63+post, stock flow scripts
make -C /OpenROAD-flow-scripts/flow DESIGN_CONFIG=/design/flow/config.mk WORK_HOME=/design/flow/orfs finish
```
`flow/config.mk`:
```
export PLATFORM = sky130hd
export DESIGN_NAME = alu_carry
export DESIGN_NICKNAME = alu_carry
export VERILOG_FILES = /design/flow/design.v
export SDC_FILE = /design/flow/constraint.sdc
export NUM_CORES = 4
export LEC_CHECK = 1
export CORE_AREA = 10 10 70 70
export DIE_AREA = 0 0 80 80
```
`flow/constraint.sdc`:
```
current_design alu_carry

set clk_period 2.2
set clk_io_pct 0.2

create_clock -name clk0 -period $clk_period

set non_clock_inputs [all_inputs -no_clocks]
set_input_delay [expr $clk_period * $clk_io_pct] -clock clk0 $non_clock_inputs
set_output_delay [expr $clk_period * $clk_io_pct] -clock clk0 [all_outputs]
```
==> notes.md <==
Physical implementation.

- The maximum number of pins on one net before global-route repair is 9.
- The stat command in Yosys gives a chip area of 633 µm².
- For this run, the total global-route usage over all layers was measured as 5.41%.
- Summed over all failing endpoints, the final setup total negative slack is -1170 ps.
- The post-place instance area is 1130 µm².
- Before any placement, the netlist area is recorded as 633 µm².
- The x dimension of the die is 80 µm.
- The class of the tightest hold or removal check is primary input to primary output.
- The maximum operating frequency is between 0.3 and 0.4 GHz.
- The synthesized netlist contains 19 unique library cells.
- The repair_antennas step left the layout with diodes totalling 0.
- The synthesis run shows the most used standard cells to be 21 x sky130_fd_sc_hd__inv_1, 18 x sky130_fd_sc_hd__ha_1, 6 x sky130_fd_sc_hd__mux4_2, 4 x sky130_fd_sc_hd__xnor2_1.
- The detail-routed via count per cell is 3.94.
- The routed design has 1770 µm of wire.
- The total setup violations reported at the end of the flow is 5.
- The number of enable flip-flop cells is 0.
- The timing report shows the most common cell along the critical path to be sky130_fd_sc_hd__ha_4.
- Walking the worst path, the cells encountered are buf_6, fa_2, ha_4, ha_4, nand2_2, nor2_2, xnor2_1, mux4_2, buf_2.
- The final timing report lists a max-slew violation count of 0.
- For this run, asynchronously set or reset flops after synthesis account for 0%.
- The top-area cell type share of the netlist area is 35.6%.
- According to the floorplan report, the die height is 80 µm.
- The number of nets still failing antenna checks after routing is 0.
- The core utilization at floorplan is 18.5%.
- The run reported a max-capacitance violation count of 0.
- The count of endpoints without a timing constraint is 2.
- The cell type with the largest total area is sky130_fd_sc_hd__ha_1.
- In the routed design, unresolved DRC markers number 0.
- Setup repair after global routing could not meet its margin everywhere.
- In this design, the stage delay of the slowest critical-path cell is around 460 ps.
- The count of boundary I/O pins is 28.
- The total die size is 6400 µm².
- As logged by OpenROAD, the buffers inserted on ports number 28.
- The power report puts the leakage power at between 0.0005 and 0.0006 µW.
- After layout, the minimum clock period comes to roughly 2500 ps.
- STA puts the critical path data required time at 1760 ps.
- The number of antenna violations at the first check in global routing is 0.
- The instance tally after logic synthesis is 72.
- The flip-flop count of the largest register, all copies and words added came to 1.
- The timing report shows that the slowest cell on the worst path is sky130_fd_sc_hd__mux4_2.
- Max fanout on the critical path was recorded as 3.
- STA classifies the critical path startpoint as a primary input.
- The total of hold buffers inserted after clock tree synthesis is 0.
- The slew at the pin closest to its max-slew limit is 321 ps.
- The checks that failed: negative setup slack.
- The highest supply drop recorded on VDD is about 0.056 mV.
- The global placement routability congestion is 0.723.
- The warning count from the yosys run is 9.
- The number of vias in the routed layout is ~660.
- The core region area is 3420 µm².
- The overflow left after global routing is 0.
- The cell area power density is 160 nW/µm².
- The routed design shows a wire length per standard cell of 10.5 µm.
- For reference, the placement row count at floorplan is 21.
- STA classifies the critical path endpoint as a primary output.
- The critical path is of the primary input to primary output type.
- The post-route netlist has between 40% and 50% of its cells at a drive strength greater than 1.
- The endpoint of the worst hold path is reported as d[0].
- The hold path startpoint is b[0].
- Sorting the synthesized cells by area gives the leading types as sky130_fd_sc_hd__ha_1 36%, sky130_fd_sc_hd__mux4_2 21%, sky130_fd_sc_hd__inv_1 12%, sky130_fd_sc_hd__xnor2_1 5.5%, sky130_fd_sc_hd__fa_1 3.2%.
- The mean cell area of the mapped netlist is ~8.8 µm².
- The final report gives the core utilization as between 30% and 40%.
- The headroom to the max-slew limit is between 70% and 80%.
- The worst endpoint data arrival time is 2060 ps.
- The flop and latch count out of synthesis is 1.
- The post-route fraction of the period consumed by the critical path is 114%.
- The commonest register cell is sky130_fd_sc_hd__dlxtn_1.
- The number of register pins that no clock reaches is 1.
- The wire length of the first global-routing pass is 2960 µm.
- Once routing completed, OpenROAD measured the worst setup slack at -305 ps.
- The via count of the first global-routing pass is 679.
- The summed area of non-filler cells in the final layout is 1190 µm².
- In the Yosys report the total cell count is just over 70.
- The first detailed-routing pass took 3 iterations.
- Detailed-route iteration 0 reported a violation count of 17.
- The most used standard cell by instance count after synthesis is sky130_fd_sc_hd__inv_1.
- The run finished, with violations left.
- The number of endpoints with negative hold slack in the final report is 0.
- The area added between synthesis and finish is 87.9%.
- The number of warnings the tools reported is around 43.
- The number of cells traversed by the worst hold path is 4.
- The half-perimeter wire length after detailed placement is ~1500 µm.
-- final cells by class --
type,count,area (µm²)
inverter,22,82.6
multi-input combinational,47,599
timing repair buffer,52,435
fill,353,2230
tap,46,57.6
sequential,1,15.0
-- worst max-delay path: cells and delay by family --
family        cells  cell delay [ps]
xor+xnor          1              110
fa+ha+maj         3              730
buf+inv           2              220
mux               1              460
simple gates      2              100
-- placed cells by master (no fill, tap or decap), drive strengths merged --
master	count
buf	33
inv	21
ha	18
clkdlybuf4s50	10
dlygate4sd2	8
mux4	6
nor2	4
xnor2	4
nand2	3
nand3	3
nand2b	2
a22oi	2
o32a	2
xor2	1
clkinv	1
nor4	1
fa	1
dlxtn	1
clkbuf	1
-- cell families (layout without fill, tap and decap cells) --
group,after synthesis,count (layout),synth area share [%]
compound gates,4,4,5.53
xor+xnor,5,5,6.92
mux,6,6,21.3
fa+ha+maj,19,19,38.7
latches,1,1,2.37
simple gates,13,13,10.7
buf+inv,24,74,14.4
-- repair_timing --
item                       CTS  global route
gates resized               45             8
setup endpoints to repair    8             7
pin swaps                   10             7
buffers inserted             6             1
-- how the worst max path moves through the flow --
stage / depth (start not counted) / endpoint / slack, ps / startpoint
after CTS: 9 / d[7] / -320 / a[0]
after global routing: 9 / d[7] / -390 / cin
final: 9 / d[7] / -300 / cin
-- routing by layer --
| metal | share of wire, % | vias to the layer above | GRT usage, % |
|---|---|---|---|
| met3 | 8.4 | 0 | 1.59 |
| met4 | 0 | 0 | 0 |
| met5 | 0 | - | 0 |
| met2 | 49 | 14 | 9.31 |
| met1 | 43 | 309 | 6.92 |
| li1 | - | 339 | - |
-- power breakdown --
part / switching (µW) / internal, µW / leakage, µW
registers: 0.0143 / 0.690 / 0.00000757
clock network: 0 / 0 / 0
logic: 69.2 / 120 / 0.000590
-- through the flow --
| stage | hold WS (ps) | cells | setup WS [ps] | power [µW] |
|---|---|---|---|---|
| after floorplan | 1040 | 72 | -19.1 | 74.5 |
| after global placement | 2060 | 161 | -979 | 192 |
| after detailed placement | 2060 | 161 | -1030 | 197 |
| after CTS | 1520 | 167 | -321 | 185 |
| after global routing | 1540 | 168 | -392 | 216 |
| final | 1510 | 168 | -305 | 190 |
Power is estimated from default activity; no workload was simulated.
